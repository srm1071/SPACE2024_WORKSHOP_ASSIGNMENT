File: /design/flow/design.v
`timescale 1ns / 1ps
module montgomery_kyber(clk,a,b,out);
input clk;
input [11:0] a,b;
output [11:0] out;
wire [23:0] res;
reg [23:0] res_t;
wire [35:0] restd;
wire [11:0] m;
wire [23:0] inter_n;
wire [24:0] resk;
wire [12:0] resu;
wire [12:0] modprime;
wire [11:0] prime;
assign prime=12'd3329;
assign res=a*b;
always@(posedge clk) begin
    res_t<=res;
end
assign restd=res_t*12'd3327;
assign m=restd[11:0];
assign inter_n=m*prime;
assign resk=res_t+inter_n;
assign resu=resk>>12;
assign modprime=resu-prime;
assign out=modprime[12]?resu[11:0]:modprime[11:0];
endmodule
File: /design/flow/run.sh
#!/bin/bash
# OpenROAD 26Q1-2900-gdf79404cd8, Yosys 0.63+post, stock flow scripts
make -C /OpenROAD-flow-scripts/flow DESIGN_CONFIG=/design/flow/config.mk WORK_HOME=/design/flow/orfs finish
File: /design/flow/config.mk
export PLATFORM = sky130hd
export DESIGN_NAME = montgomery_kyber
export DESIGN_NICKNAME = montgomery_kyber
export VERILOG_FILES = /design/flow/design.v
export SDC_FILE = /design/flow/constraint.sdc
export NUM_CORES = 4
export LEC_CHECK = 1
export CORE_UTILIZATION = 40
File: /design/flow/constraint.sdc
current_design montgomery_kyber

set clk_period 15.3
set clk_io_pct 0.2

create_clock -name clk0 -period $clk_period [get_ports {clk}]

set non_clock_inputs [all_inputs -no_clocks]
set_input_delay [expr $clk_period * $clk_io_pct] -clock clk0 $non_clock_inputs
set_output_delay [expr $clk_period * $clk_io_pct] -clock clk0 [all_outputs]
==> Slide: Implementation Results <==
Synthesis and Place & Route Summary

Critical path
  – Cell count along the critical path: 36
  – Critical path data required time: between 10 and 15 ns
  – CP Class: register to primary output
  – Crit-path leading delay family: adder cells
  – CP arrival: just under 10 ns
  – Critical-path maximum fanout: 8
  – Worst path slowest cell: fa_1
  – CP bufs+invs: 7
  – CP Capture Point: out[4]
  – CP startpoint: res_t[1]
  – CP peak stage delay: 0.54 ns
  – Setup crit end kind: primary output
  – Element type at the critical path start: register

Floorplanning
  – Die height: ~150 um
  – Num rows: about 55
  – Pre-Place Util: a little over 40%
  – Chip area: roughly 0.024 mm2
  – Die width: roughly 150 um
  – Num ports: 37
  – Core area: approximately 0.023 mm2

Placed design
  – Port Buffers: 36
  – Pre-CTS setup slack: 2.57 ns
  – Placed inst area: a little under 0.01 mm2
  – Detail Placement HPWL: around 15 mm
  – RePlAce Congestion: a little under 0.9

Route
  – First DRT Iteration DRCs: ~160
  – Drc violations: 0
  – N_diodes: 0
  – Via density: ~4.8
  – WL per Instance: approximately 13 um
  – Total routed wirelength: about 17 mm
  – DR vias: between 6k and 7k
  – Pre-Repair DR Iteration Count: 4
  – ANT nets after route: 0

Yosys
  – Synth Seq Share: 5.23%
  – Ys Warns: 1
  – Yosys cell types: 56
  – Cell count in the Yosys report: ~1k
  – Async S/R FF share, synth: 0%
  – Gate Count Post-Synth: around 1.0k
  – EDFF count, synth: 0
  – Post-synth top flop: dfxtp_1
  – Syn avg cell area: between 8 and 9 um2
  – Chip Area, Yosys: ~0.009 mm2
  – Ys flops: 24
  – Synth Cell Area: between 0.009 and 0.01 mm2

Clocking
  – CTS Buf Count: 3
  – Post-CTS Resized: 0
  – Postcts setup bufs: 0
  – CTS tree: yes
  – Clk buf depth: 2
  – Worst-path clk slew: about 0.06 ns
  – CTS Sinks: 24
  – H-tree levels: 1
  – Root Driver: clkbuf_16
  – CTS Hold Buffers Added: 0

STA
  – Final Hold Fails: 0
  – RSZ-0062 raised after global routing: no
  – Final setup fails: 0
  – Max Transition Viols Final: 0
  – Clock period minus worst slack: 12.95 ns
  – Fin crit share: around 85%
  – Relative slew slack: a little under half
  – Least-Margin Pin Slew: between 0.8 and 0.9 ns
  – F_max: around 0.077 GHz
  – Worst Setup Slack, final: approximately 2.4 ns
  – Setup TNS: 0 ns

GRT
  – Vias in the first global route: approximately 6.2k
  – Largest net degree at the start of global routing: 14
  – GR Util All Layers: approximately 16%
  – Grt ovf: 0
  – Antenna violations before repair: 0
  – First-pass GRT wire length: between 20 and 30 mm

Job
  – Max-cap viol count: 0
  – Tool Warnings: 29

Min path
  – Worst hold path type: primary input to register
  – Worst hold stages: 2

Status
  – Outcome: complete, no violations

Finish
  – Largest regs: res_t x24
  – Synth-to-Final Area Change: 7.75%
  – Biggest register: res_t
  – Max reg flops: 24
  – Layout cell share with drive strength beyond 1: between 2 and 2.5%
  – Finished Cell Area: 0.00990 mm2
## cell usage after synthesis (2+ instances only)
cell       number  area [um2]
a2111oi_4       2        55.1
a211oi_1        5        37.5
a21boi_0        2        15.0
a21o_1         12        90.1
a21oi_1        27         135
a31oi_1         2        12.5
and2_1         47         294
and3_1          4        25.0
clkbuf_1       27         101
dfxtp_1        24         480
fa_1          148        2960
ha_1          182        2280
inv_1         221         830
mux2i_1         2        20.0
nand2_1       119         447
nand2b_1        3        18.8
nand3_1        11        55.1
nand3b_1        2        15.0
nand4_1         2        12.5
nor2_1         31         116
nor2b_1         4        25.0
nor3_1         12        60.1
nor3b_1         2        15.0
o211ai_1        5        37.5
o21a_1          8        60.1
o21ai_0        26         130
o21bai_1        3        22.5
or2_2           3        18.8
or3_1           4        25.0
xnor2_1        42         368
xor2_1         19         166
## final cells by class
cell class                 count  area (um2)
clock buffer                   4        88.8
timing repair buffer          37         368
inverter                     221         830
multi-input combinational    754        7780
sequential                    24         480
fill                        2157       12700
tap                          285         357
## logic make-up (layout without fill, tap and decap cells)
kind of cell	count (synthesis)	after routing	synth area share [%]
compound gates	107	107	8.14
xor+xnor	63	63	6.17
fa+ha+maj	330	330	57.0
buf+inv	248	262	10.1
flops	24	24	5.23
mux	2	2	0.218
simple gates	252	252	13.1
## stage by stage
stage                     instances  hold slack, ns  utilization [%]
after floorplan                1026            3.19                -
after global placement         1321            4.07             43.5
after detailed placement       1321            4.04             43.5
after CTS                      1325            3.77             43.9
after global routing           1325            3.83             43.9
final                          1325            3.77             43.9
## per-layer routing
metal  part of all wire [%]  vias to the layer above  global-route usage, %
li1                       -                     3242                      -
met1                     52                     2971                   25.2
met2                     44                       90                   24.7
met3                    3.6                        7                   2.33
met4                   0.76                        0                  0.952
met5                      0                        -                      0
## cell usage in the layout, fill, tap and decap left out, drive strengths merged, types with 2 or more instances in the layout
master / count
xor2: 20
inv: 221
o21a: 9
clkbuf: 4
dfxtp: 24
a211oi: 6
fa: 148
a21o: 12
or3: 4
nor2b: 4
ha: 182
clkdlybuf4s50: 36
and3: 4
nand2: 120
a31oi: 2
or2: 3
xnor2: 43
nand3b: 2
nor3b: 2
a21boi: 2
nor2: 31
nand2b: 4
o21bai: 3
nand3: 11
o211ai: 6
nor3: 12
a2111oi: 2
nand4: 2
mux2i: 2
o21ai: 26
and2: 48
a21oi: 27
o2111ai: 2
## worst min path at each step
stage     startpoint       end
4_1_cts         a[0]  res_t[0]
6_report        a[0]  res_t[0]
5_1_grt         a[0]  res_t[0]
