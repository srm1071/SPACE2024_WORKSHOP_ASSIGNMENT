**/design/flow/design.v**
```verilog
`timescale 1ns / 1ps
module modreduce_255mult(inp,out);
input[509:0] inp;
output [254:0] out;
wire [260:0] cl,ch;
wire [260:0] w1,w2,w3;
wire [260:0] w4,w5;
wire [260:0] w6,w7;
wire c_out1,c_out2,c_out3,c_out11,c_out21,c_out31;
wire [254:0] cl1;
wire [254:0] ch1;
wire [254:0] w11,w21,w31;
wire [254:0] w41,w51;
wire [254:0] w61,w71;
wire [255:0] outprime;
wire [254:0] prime;
assign prime=255'd57896044618658097711785492504343953926634992332820282019728792003956564819949;
assign cl=inp[254:0];
assign ch=inp[509:255];
assign w1=ch<<4;
assign w2=ch<<1;
assign w3=w1+w2+cl+ch;
assign cl1=w3[254:0];
assign ch1=w3[260:255];
assign w11=ch1<<4;
assign w21=ch1<<1;
assign w31=w11+w21+cl1+ch1;
assign outprime=w31-prime;
assign out=(outprime[1])?w31:outprime;
endmodule
```
**/design/flow/run.sh**
```bash
#!/bin/bash
# OpenROAD 26Q1-2900-gdf79404cd8, Yosys 0.63+post, stock flow scripts
make -C /OpenROAD-flow-scripts/flow DESIGN_CONFIG=/design/flow/config.mk WORK_HOME=/design/flow/orfs finish
```
**/design/flow/config.mk**
```make
export PLATFORM = sky130hd
export DESIGN_NAME = modreduce_255mult
export DESIGN_NICKNAME = modreduce_255mult
export VERILOG_FILES = /design/flow/design.v
export SDC_FILE = /design/flow/constraint.sdc
export NUM_CORES = 4
export LEC_CHECK = 1
export CORE_AREA = 10 10 468 468
export DIE_AREA = 0 0 478 478
```
**/design/flow/constraint.sdc**
```tcl
current_design modreduce_255mult

set clk_period 68.3
set clk_io_pct 0.2

create_clock -name clk0 -period $clk_period

set non_clock_inputs [all_inputs -no_clocks]
set_input_delay [expr $clk_period * $clk_io_pct] -clock clk0 $non_clock_inputs
set_output_delay [expr $clk_period * $clk_io_pct] -clock clk0 [all_outputs]
```
==> GITHUB_STEP_SUMMARY <==
## Implementation flow summary

| Metric | Value |
|---|---|
| Remaining design rule violation count | `0` |
| Global router's overall resource usage | `0.3727` |
| RSZ-0062 raised after global routing | `no` |
| Peak clock frequency supported by timing | `roughly 22 MHz` |
| Number of endpoints failing setup at the final stage | `0` |
| Length of routed met3 wiring | `32780 um` |
| Cell leakage power | `about 27 nW` |
| Antenna viol nets, final | `0` |
| Met2 WL post-DR | `approximately 200000 um` |
| Critical path launch point type | `input port` |
| Most frequent logic cells in the routed design | `inv_1 (985), nand2_1 (826), clkdlybuf4s50_1 (765)` |
| Hold buffer count at cts | `0` |
| Total number of vias | `between 70000 and 80000` |
| Yosys cell types | `between 100 and 150` |
| Floorplan Utilization | `0.2780` |
| Status | `finished, final reports clean` |
| Power per cell area | `approximately 48 mW/mm2` |
| Worst ir drop on vdd | `214.6 uV` |
| Area overhead of the layout relative to synthesis | `22.54%` |
| Post-DR wirelength/cell | `around 35 um` |
| Setup TNS | `0 ns` |
| Area of the core | `0.2092 mm2` |
| Period utilization | `0.6587` |
| HPWL Detailed | `roughly 390000 um` |
| Final number of hold-violating endpoints | `0` |
| Number of DRC violations after detailed-routing iteration 0 | `approximately 6300` |
| Die area | `approximately 0.23 mm2` |
| Slack of the critical path | `23.31 ns` |
| Overall die width | `between 400 and 500 um` |
| Top layer reached by signal wires | `met5` |
| Library cell appearing most often on the critical path | `a21oi_1` |
| Total of buffers placed on input and output ports | `between 700 and 800` |
| Post-Synthesis Mean Instance Area | `6.784 um2` |
| Class of the tightest hold or removal check | `input port to output pin` |
| Mapped Cells | `8569` |
| Final estimated routing congestion in global placement | `about 1.1` |
| Resized Gates After CTS | `0` |
| Post-layout min period | `~45 ns` |
| Crit-path max FO | `11` |
| Commonest Layout Cell | `inv_1` |
| Final total power | `3.423 mW` |
| Number of antenna violations at the first check in global routing | `23` |
| Top-level port count | `about 770` |
| Vias in the first global route | `around 74000` |
| Tally of yosys warning messages | `0` |
| Residual overflow from global routing | `0` |
| Combinational gate area | `0.05328 mm2` |
| Max-cap violation count | `0` |
| Seq share, synth | `0` |
| Number of filler instances in the final layout | `approximately 23000` |
| Netlist Area Pre-Place | `just under 0.06 mm2` |
| Endpoint type of the worst setup path | `output pin` |
| CP max-delay cell | `a221oi_1` |
| Register Area | `0 um2` |
| Layout clock buffer count | `0` |
| Max-Slew Margin vs Limit | `0.01818` |
| Final wirelength | `between 400000 and 500000 um` |
| Worst Tran Pin Value | `~1.5 ns` |
| Maximum number of pins on one net before global-route repair | `22` |
| Tool warnings | `33` |
| Cell-internal power | `between 1 and 1.5 mW` |
| Max Transition Viols Final | `0` |
| Die outline height | `between 400 and 500 um` |
| Critical Path Max Stage Delay | `0.81 ns` |
| Seq cells | `0` |
| Number of setup buffers added after CTS | `0` |
| Standard-cell rows | `between 150 and 200` |
| Detailed Routing Iterations Pass 1 | `6` |
| Chip Area, Yosys | `a little under 0.06 mm2` |
| Cell total in the yosys stat output | `8569` |
| Worst slack after detailed placement | `23.79 ns` |
| Worst Path Arrival | `~31 ns` |
| Via-to-Cell Ratio | `~6` |
| Proportion of layout cells with a drive suffix above 1 | `0.07175` |
| Net Sw Power | `2.293 mW` |
| Category of the critical setup timing path | `input port to output pin` |
| Global-route wire length before repair | `about 600000 um` |
| Critical path data required time | `approximately 55 ns` |
| Wire length on met1 | `~160000 um` |
| Switching Fraction | `0.6697` |
-- final timing paths --
| path | from | endpoint | cells past startpoint |
|---|---|---|---|
| setup / recovery | inp[290] | out[202] | 51 |
| hold / removal | inp[0] | out[1] | 5 |
-- cell families after synthesis --
logic type / share of synthesized area
xor+xnor: 0.08841
buf+inv: 0.08766
simple gates: 0.3547
mux: 0.004520
fa+ha+maj: 0.2379
compound gates: 0.2268
-- critical path, delay by kind of cell --
family                     cells  cell delay [ns]
AOI/OAI and AO/OA             17             4.50
adders and majority gates      6             2.60
xor gates and xnor gates       2             0.78
and+or+nand+nor               19             7.84
buffers and inverters          7             1.91
-- routing by layer --
layer | up-vias | GRT usage
li1 | 32860 | -
met2 | 3596 | 0.6106
met3 | 840 | 0.08831
met5 | - | 0
met1 | 35680 | 0.4448
met4 | 20 | 0.2205
-- cell type report --
cell class | count | area share
Tap cell | 2805 | 0.04927
Inverter | 985 | 0.05190
Timing Repair Buffer | 1175 | 0.1507
Antenna cell | 5 | 0.0001756
Multi-Input combinational cell | 7262 | 0.7480
-- cell usage after synthesis, types with 22 or more instances --
master | instances | area share
o21bai_1 | 43 | 0.0056
nand4_1 | 424 | 0.046
and3_1 | 106 | 0.011
a211oi_1 | 69 | 0.0089
nor3_1 | 338 | 0.029
and4_1 | 107 | 0.016
xnor2_1 | 377 | 0.057
a21oi_1 | 613 | 0.053
o21ai_0 | 412 | 0.035
nor4_1 | 273 | 0.029
or4_1 | 87 | 0.011
buf_2 | 110 | 0.0095
a21o_1 | 92 | 0.012
nor2_1 | 672 | 0.043
a221oi_1 | 35 | 0.0053
or3_1 | 115 | 0.012
o21a_1 | 76 | 0.0098
nand3_1 | 347 | 0.030
o211ai_1 | 72 | 0.0093
a21boi_0 | 39 | 0.0050
nor4b_1 | 38 | 0.0057
nand2_1 | 826 | 0.053
o31ai_1 | 88 | 0.011
fa_1 | 511 | 0.18
inv_1 | 985 | 0.064
or2_2 | 73 | 0.0079
nor2b_1 | 35 | 0.0038
clkbuf_1 | 197 | 0.013
xor2_1 | 208 | 0.031
nor4_2 | 23 | 0.0050
nor3b_1 | 37 | 0.0048
nand4b_1 | 29 | 0.0044
ha_1 | 287 | 0.062
nand2b_1 | 37 | 0.0040
a22oi_1 | 31 | 0.0040
a221o_1 | 22 | 0.0038
and2_1 | 124 | 0.013
o31a_1 | 29 | 0.0044
o21ai_1 | 39 | 0.0034
a31oi_1 | 67 | 0.0072
-- stage by stage --
step	utilization	hold slack (ns)	instances	cell area, um2
5_1_grt	0.3406	28.95	12230	71230
2_1_floorplan	-	27.67	8569	58140
6_report	0.3406	28.92	12230	71240
3_3_place_gp	0.3406	28.91	12230	71230
4_1_cts	0.3406	28.94	12230	71230
3_5_place_dp	0.3406	28.92	12230	71230
-- power by group through the flow --
stage    clock network, mW  registers [mW]  logic [mW]
5_1_grt      0.00000000199               0        3.57
4_1_cts                  0               0        3.38
Power is estimated from default activity; no workload was simulated.
