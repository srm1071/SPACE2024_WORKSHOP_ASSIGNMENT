## flow/design.v

```verilog
`timescale 1ns / 1ps
module register_file(in, clk,rst,sel,out);
input [16:0] in;
input clk,rst,sel;
output reg [237:0] out;
always@(posedge clk)
begin
if(rst)
out<=238'h0;
else if(sel)
out<={in,out[237:17]};
else
out<=out;
end
endmodule
```

## flow/config.mk

```make
export PLATFORM = sky130hd
export DESIGN_NAME = register_file
export DESIGN_NICKNAME = register_file
export VERILOG_FILES = /design/flow/design.v
export SDC_FILE = /design/flow/constraint.sdc
export NUM_CORES = 4
export LEC_CHECK = 1
export CORE_UTILIZATION = 40
```

## flow/run.sh

```bash
#!/bin/bash
# OpenROAD 26Q1-2900-gdf79404cd8, Yosys 0.63+post, stock flow scripts
make -C /OpenROAD-flow-scripts/flow DESIGN_CONFIG=/design/flow/config.mk WORK_HOME=/design/flow/orfs finish
```

## flow/constraint.sdc

```tcl
current_design register_file

set clk_period 1.0
set clk_io_pct 0.2

create_clock -name clk0 -period $clk_period [get_ports {clk}]

set non_clock_inputs [all_inputs -no_clocks]
set_input_delay [expr $clk_period * $clk_io_pct] -clock clk0 $non_clock_inputs
set_output_delay [expr $clk_period * $clk_io_pct] -clock clk0 [all_outputs]
```

==> impl_metrics.yaml <==
# flow metrics
critical_path:
  path_buffers: 1
  worst-endpoint-arrival_ps: 960
  critical_path.top_delay_family: "flip-flops"
  timing.critical_path.cells: "buf_2"
  timing.critical_path.slowest_cell_delay_ps: 330
  worstSetupPathType: "flop to primary output"
  worst_ep_required_time_ps: 800
  worstPathMaxFanout: 2
  critical_path.slowest_cell: "sky130_fd_sc_hd__dfxtp_2"
  critical_path.endpoint_type: "primary output"
  timing.critical_path.from_type: "flop"
final_timing:
  slew_worst_pin_ps: 278
  post-route-period-util_pct: 116
  fmax_mhz: 863
  hold_violations: 0
  timing.final.ws_setup_ps: -159
  setup_repair_after_global_routing_missed_its_margin: "true"
  relative_slew_margins_pct: 81.4
  final_period_minus_worst_setup_slack_ps: 1160
  fin_skew_ps: 7.19
  max_slew_violation_total_from_the_final_report: 0
  timing.setup.tns_ps: -33120
  setup_violation_total_in_the_final_timing_report: 238
clocking:
  h-tree-depth: 1
  clkLatencyLatePin_ps: 520
  tritoncts.num_buffers: 26
  clock_pin_slew_worst_setup_and_hold_paths_ps: 60
  tritoncts: "done"
  cts_num_sinks: 238
  cts_root_buffer: "sky130_fd_sc_hd__clkbuf_16"
  clock_path_buffers: 3
grt:
  globalRouteTotalUtil_pct: 22.9
  grt_antenna_before_repair: 0
  global_route_wire_length_before_repair_um: 38000
  overflow: 0
  grt_max_degree: 40
  first_global_vias: 6826
die:
  die_y_um: 149
  io-pin-count: 258
  design.die.area_um2: 22200
  placementRows: 53
  floorplan.die.width_um: 149
  fp_util_pct: 41.0
  core_area_um2: 21100
synthesis:
  yosys-stat-area_um2: 8660
  ys_cells: 767
  post_synth.cell_area_avg_um2: 11.3
  synth_warnings: 1
  seq_area_frac_synth_pct: 55.0
  ys.flops: 238
  postSynthCellCount: 767
  netlist-cell-type-count: 9
  synthesis.area_um2: 8660
run:
  maxCapViolations: 0
  tally_of_openroad_warnings: 27
power:
  p_sw_mw: 4.31
  total_leakage_power_nw: 7.15
  p_seq_share_pct: 47.1
  fraction_of_power_spent_switching_nets_pct: 21.1
  power_density_nw_per_um2: 1520
  pwr-share-clk_pct: 46.9
  power.share.combinational_pct: 6.0
  cell_internal_pwr_mw: 16.1
  vdd_ir_drop_max_v: 0.00136
  power.total_mw: 20.4
route:
  wl_per_cell_um: 15.8
  route.antenna.remaining_nets: 0
  post_drt_via_cell_ratio: 4.49
  number_of_drc_markers_after_the_initial_detailed_route_iteration: 318
  diodes: 0
  route.vias.total: 7002
  firstDrtPassIters: 4
  wl_um: 24700
  detail_route.drc_violations: 0
place:
  port_buffers: 257
  dpl-instance-area_um2: 13100
  dp_worst_setup_slack_ps: -98.1
  placed_cells: 1499
  gp_routability_congestion: 0.832
  place_hpwl_um: 18000
layout:
  lay_top_cells: "sky130_fd_sc_hd__buf_4 (245), sky130_fd_sc_hd__mux2i_1 (238), sky130_fd_sc_hd__dfxtp_2 (238), sky130_fd_sc_hd__nor2_1 (237), sky130_fd_sc_hd__buf_2 (201)"
  largest_reg_flops: 238
  layout.cells.most_common: "sky130_fd_sc_hd__buf_4"
  post_route_cells_drive_above_1_share_pct: 61.1
  synthToLayoutAreaGrowth_pct: 55.5
  finalNonFillerCells: 1559
  top_register: "out"
  final_area_um2: 13500
  fillers: 1758
  largest_registers: "out: 238 flops"
hold_path:
  min_path_type: "input port to flop"
run_status:
  outcome: "finished with violations"
  failing_checks: "setup timing"
==> kinds of logic after synthesis <==
kind of cell / synth area share (%)
mux: 27.5
buf+inv: 7.11
simple gates: 10.3
flops: 55.0
==> synth_stat cells <==
| master | count | area [µm²] |
|---|---|---|
| sky130_fd_sc_hd__buf_8 | 1 | 15.0 |
| sky130_fd_sc_hd__mux2i_1 | 238 | 2380 |
| sky130_fd_sc_hd__clkbuf_1 | 23 | 86.3 |
| sky130_fd_sc_hd__buf_4 | 1 | 7.51 |
| sky130_fd_sc_hd__buf_6 | 1 | 11.3 |
| sky130_fd_sc_hd__buf_2 | 3 | 15.0 |
| sky130_fd_sc_hd__buf_12 | 24 | 480 |
| sky130_fd_sc_hd__nor2_1 | 238 | 893 |
| sky130_fd_sc_hd__dfxtp_1 | 238 | 4760 |
==> worst min-delay path, stage by stage <==
cell,delay [ps]
sky130_fd_sc_hd__buf_8,100
sky130_fd_sc_hd__buf_12,150
sky130_fd_sc_hd__mux2i_1,80
sky130_fd_sc_hd__nor2_1,70
==> metal layers <==
metal | global-route usage [%] | vias up | wire, µm
li1 | - | 3550 | -
met1 | 33.5 | 3227 | 11200
met2 | 35.0 | 187 | 11100
met3 | 6.49 | 38 | 1880
met4 | 4.29 | 0 | 520
met5 | 0 | - | 0
==> per-stage QoR <==
stage | util (%) | hold WS, ps
2_1_floorplan | - | 347
5_1_grt | 63.8 | 167
3_3_place_gp | 62.3 | 473
4_1_cts | 63.3 | 113
6_report | 63.8 | 128
3_5_place_dp | 62.3 | 486
==> area by class of cell <==
class / instances / area [µm²] / area share (%)
Multi-Input combinational cell: 476 / 3280 / 24.4
Timing Repair Buffer: 525 / 3910 / 29.1
Clock buffer: 40 / 785 / 5.83
Clock inverter: 5 / 77.6 / 0.576
Sequential cell: 238 / 5060 / 37.6
Tap cell: 275 / 344 / 2.56
==> repair_timing <==
item | 4_1_cts | 5_1_grt
gates resized | 1049 | 12
buffers inserted | 9 | 5
hold buffers | 1 | 0
endpoints found under the hold margin | 4 | 0
endpoints found under the setup margin | 238 | 239
==> power groups by stage <==
stage / clock, mW / combinational (mW) / sequential (mW)
CTS: 9.81 / 1.24 / 9.62
global route: 10.2 / 1.32 / 9.62
finish: 9.57 / 1.23 / 9.62
==> worst paths after layout <==
check | startpoint | end | slack [ps] | cells after the start
setup / recovery | out[36] | out[36] | -160 | 1
hold / removal | sel | out[71] | 130 | 4
setup reg to reg | out[104] | out[87] | 60 | 4
hold reg to reg | out[14] | out[14] | 480 | 2
Power is estimated from default activity; no workload was simulated.
